--- /design/flow/design.v ---
module HazardDetect(
                               input ID_EX_MemRead_i,
							   input [5-1:0] ID_EX_RT_i,
							   input [5-1:0] IF_ID_RS_i,
							   input [5-1:0] IF_ID_RT_i,
							   output pc_write_o,
							   output IF_ID_flush_o
							   );
assign pc_write_o = ~(ID_EX_MemRead_i && ((ID_EX_RT_i == IF_ID_RS_i) || (ID_EX_RT_i == IF_ID_RT_i)));
assign IF_ID_flush_o = (ID_EX_MemRead_i && ((ID_EX_RT_i == IF_ID_RS_i) || (ID_EX_RT_i == IF_ID_RT_i)));
endmodule
--- /design/flow/run.sh ---
#!/bin/bash
# OpenROAD 26Q1-2900-gdf79404cd8, Yosys 0.63+post, stock flow scripts
make -C /OpenROAD-flow-scripts/flow DESIGN_CONFIG=/design/flow/config.mk WORK_HOME=/design/flow/orfs finish
--- /design/flow/config.mk ---
export PLATFORM = sky130hd
export DESIGN_NAME = HazardDetect
export DESIGN_NICKNAME = HazardDetect
export VERILOG_FILES = /design/flow/design.v
export SDC_FILE = /design/flow/constraint.sdc
export NUM_CORES = 4
export LEC_CHECK = 1
export CORE_AREA = 10 10 70 70
export DIE_AREA = 0 0 80 80
--- /design/flow/constraint.sdc ---
current_design HazardDetect

set clk_period 1.7
set clk_io_pct 0.2

create_clock -name clk0 -period $clk_period

set non_clock_inputs [all_inputs -no_clocks]
set_input_delay [expr $clk_period * $clk_io_pct] -clock clk0 $non_clock_inputs
set_output_delay [expr $clk_period * $clk_io_pct] -clock clk0 [all_outputs]
==> results.cfg <==
; physical design summary
[finish]
post_layout_nonfiller_instances = 85
comb_area_um2 = 176.4
drive_gt1_share_pct = 57.89
mostFrequentLayoutCell = dlygate4sd2_1
nFillCells = 399
number_of_clock_buffers_in_the_layout = 0
layout_overhead_on_the_synthesized_area_pct = 228.6
final_cell_mix = dlygate4sd2_1, xnor2_2, clkbuf_2, xnor2_1, buf_4
ff_latch_area_um2 = 0
layout.sequential_cells = 0

[power]
total_power_uw = 83.41
power.leakage_uw = 0.0001710
peak_supply_drop_mv = 0.02033
power_density_mw_per_mm2 = 207.0

[synth]
netlist_area_before_placement_um2 = 122.6
synth_area_per_cell_um2 = 7.664
topCellsByArea = xnor2_1, nand4_1, o22a_1, nand2_1, o22ai_1
synth.distinct_cells = 5
yosysWarningCount = 0
netlist_instances = 16
seq_area_frac_synth_pct = 0
yosys_area_um2 = 122.6
synth_stat.cells = 16
netlist.area_leader.share_pct = 71.43
yosysTopAreaCell = xnor2_1

[route]
detailedRoute.firstPassIterationCount = 2
num_vias = 188
drt_wl_total_um = 708
viasPerCell = 2.212
remaining_drcs = 0
drt.antenna.violating_nets = 0
detailedRoute.firstIterationViolations = 3
wl_per_cell_um = 8.329

[global_routing]
global_route.overflow_total = 0
initial_antenna_violation_count = 1
grt_max_degree = 3
grtUsageTotal_pct = 1.964
grt_pass1_wl_um = 986
grt_pass1_vias = 205

[floorplan]
fp_util_pct = 3.590
die_width_um = 80
die-area_mm2 = 0.006400
rows = 21
coreArea_mm2 = 0.003416
top_level_ports = 18
die.size.y_um = 80

[critical_path]
crit_fanout = 2
critPathSlowestCell = clkdlybuf4s15_2
worstPathCellList = clkdlybuf4s15_2 -> xnor2_2 -> nand4_1 -> buf_4 -> buf_4 -> o22ai_2 -> buf_2
setup.worst_path.class = in -> out
setup.worst_path.end_class = primary output
worst_setup_path_startpoint = ID_EX_RT_i[0]
worst_path_most_repeated_cell = buf_4
worstPathRequired_ns = 1.36
critical-path-max-stage-delay_ns = 0.21
critical_path.startpoint_type = primary input
crit_arrival_ns = 1.31

[timing]
final-max-slew-violation-count = 0
max-slew-margin-rel_pct = 87.53
worstMarginPinSlew_ns = 0.1856
period_minus_slack_ns = 1.654
min_period_over_period_pct = 97.32
report.final.setup_viol = 0
finalHoldViolations = 0
fmax_ghz = 0.6044
setup_tns_ns = 0

[min_path]
timing.hold.worst_endpoint = IF_ID_flush_o
hold_class = in -> out
hold_path_startpoint = ID_EX_MemRead_i
holdPathStages = 4

[job]
cap_violations = 0
number_of_warnings_the_tools_reported = 32

[place]
routabilityCongestion = 0.8302
dp_hpwl_um = 604.5
post-place-cells = 80
portBuffers = 18

[clock_tree]
holdBufCountCts = 0

[status]
status = completed
## how the worst max path moves through the flow
stage / end / slack (ns) / depth (start not counted)
6_report: IF_ID_flush_o / 0.05 / 7
4_1_cts: pc_write_o / 0.002 / 5
5_1_grt: IF_ID_flush_o / -0.005 / 7
## worst max-delay path, delay by kind of cell
| kind | cells | cell delay (ns) |
|---|---|---|
| buffers and inverters | 4 | 0.59 |
| XOR/XNOR | 1 | 0.13 |
| AND/OR/NAND/NOR | 1 | 0.13 |
| AND-OR/OR-AND | 1 | 0.12 |
## synth_stat cells
cell,n
nand2_1,2
nand4_1,2
xnor2_1,10
o22a_1,1
o22ai_1,1
## where the power goes
group | internal [uW] | switching, uW
Sequential | 0 | 0
Combinational | 52.9 | 30.5
Clock | 0.0000786 | 0
Total | 52.9 | 30.5
## cells by family (layout without fill, tap and decap cells)
logic type | count (synthesis) | after routing | synth area share, %
compound gates | 2 | 2 | 12.25
xor+xnor | 10 | 10 | 71.43
buf+inv | 0 | 22 | 0
other cells | 0 | 1 | 0
simple gates | 4 | 4 | 16.33
## cell type report
cell class	count	area share, %
Tap cell	46	14.29
Timing Repair Buffer	22	41.30
Antenna cell	1	0.6211
Multi-Input combinational cell	16	43.79
## through the flow
step                worst slack [ns]  util (%)  hold WS, ns  instance area [um2]
finish                       0.04559     11.79        1.064                402.9
floorplan                     0.5847         -       0.7734                122.6
global route               -0.005468     11.72        1.098                400.4
global placement             -0.4553     10.55        1.652                360.3
CTS                         0.002180     11.43        1.181                390.4
detailed placement           -0.4531     10.55        1.653                360.3
## repair_timing
action                                  CTS  global route
resized                                  35            13
pin swaps                                15             6
endpoints found under the setup margin    2             2
buffers inserted                          4             0
## layer usage
layer | global-route usage [%] | vias to the layer above | share of wire (%)
met3 | 1.364 | 0 | 17
li1 | - | 102 | -
met2 | 3.371 | 10 | 47
met5 | 0 | - | 0
met1 | 2.046 | 76 | 35
met4 | 0 | 0 | 0
Power and IR drop assume default switching activity.
