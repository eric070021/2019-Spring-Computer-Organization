--- flow/run.sh ---
#!/bin/bash
# OpenROAD 26Q1-2900-gdf79404cd8, Yosys 0.63+post, stock flow scripts
make -C /OpenROAD-flow-scripts/flow DESIGN_CONFIG=/design/flow/config.mk WORK_HOME=/design/flow/orfs finish
--- flow/config.mk ---
export PLATFORM = sky130hd
export DESIGN_NAME = Forward
export DESIGN_NICKNAME = Forward
export VERILOG_FILES = /design/flow/design.v
export SDC_FILE = /design/flow/constraint.sdc
export NUM_CORES = 4
export LEC_CHECK = 1
export CORE_AREA = 10 10 70 70
export DIE_AREA = 0 0 80 80
--- flow/constraint.sdc ---
current_design Forward

set clk_period 3.3
set clk_io_pct 0.2

create_clock -name clk0 -period $clk_period

set non_clock_inputs [all_inputs -no_clocks]
set_input_delay [expr $clk_period * $clk_io_pct] -clock clk0 $non_clock_inputs
set_output_delay [expr $clk_period * $clk_io_pct] -clock clk0 [all_outputs]
--- flow/design.v ---
module Forward(
    input EX_MEM_RegWrite_i,
	input [5-1:0] EX_MEM_writeReg1_i,
	input MEM_WB_RegWrite_i,
	input [5-1:0] MEM_WB_writeReg1_i,
	input [5-1:0] ID_EX_RS_i,
	input [5-1:0] ID_EX_RT_i,
    output [2-1:0] Forward_A_o,
    output [2-1:0] Forward_B_o
	);
wire EX_MEM_RS;
wire EX_MEM_RT;
wire MEM_WB_RS;
wire MEM_WB_RT;
assign EX_MEM_RS = (EX_MEM_RegWrite_i && (EX_MEM_writeReg1_i != 0)) && (EX_MEM_writeReg1_i == ID_EX_RS_i);
assign EX_MEM_RT = (EX_MEM_RegWrite_i && (EX_MEM_writeReg1_i != 0)) && (EX_MEM_writeReg1_i == ID_EX_RT_i);
assign MEM_WB_RS = (MEM_WB_RegWrite_i && (MEM_WB_writeReg1_i != 0)) && (MEM_WB_writeReg1_i == ID_EX_RS_i);
assign MEM_WB_RT = (MEM_WB_RegWrite_i && (MEM_WB_writeReg1_i != 0)) && (MEM_WB_writeReg1_i == ID_EX_RT_i);
assign Forward_A_o = EX_MEM_RS ? 2'b00 : (MEM_WB_RS ? 2'b01 : 2'b10); 
assign Forward_B_o = EX_MEM_RT ? 2'b00 : (MEM_WB_RT ? 2'b01 : 2'b10); 
endmodule
==> results.py <==
# Auto-generated metrics
metrics = {
    "placement": {
        "port-buffer-count": 26,
        "dpl.cell_count": 110,
        "gp_congestion": 0.833,
        "place_hpwl_mm": 1.09,
    },
    "route": {
        "wl_met2_um": 505,
        "antenna_left": 0,
        "wl_met1_um": 533,
        "routed_wirelength_mm": 1.17,
        "dr.max_layer_used": "met3",
        "wl_per_cell_um": 10.7,
        "drt_iter0_markers": 12,
        "diodes": 0,
        "dr.pass1.iters": 4,
        "vias": 360,
        "route.met3.wl_um": 133,
        "drc_errors": 0,
        "drt-vias-per-instance": 3.27,
    },
    "setup_path": {
        "slowest_delay_ns": 0.56,
        "path_class": "in2out",
        "cp.required_ns": 2.64,
        "cp_max_fo": 3,
        "startpoint_type": "primary input",
        "end_kind": "output port",
        "arrival_ns": 2.51,
        "slowest_stage": "or4_1",
        "crit_top_cell": "clkdlybuf4s50_1",
        "path_cells": "clkdlybuf4s50_1, or4_1, o21ai_2, nor4_1, nor2_1, clkdlybuf4s50_1",
    },
    "run": {
        "drv_cap": 0,
        "openroad.warnings": 32,
    },
    "floorplan": {
        "ios": 26,
        "core.rowCount": 21,
        "dieArea_um2": 6400,
        "die_w_um": 80,
        "fp_util": 0.0799,
        "die_h_um": 80,
        "core_area_um2": 3420,
    },
    "final_layout": {
        "syn_to_final_growth_pct": 122,
        "flops": 0,
        "final.fill_count": 376,
        "seqCellArea_um2": 0,
        "nClkBuffers": 0,
        "logic_area_um2": 273,
        "drive_gt1_frac": 0.0625,
        "final_cells": 110,
    },
    "global_routing": {
        "antenna_found_initial": 0,
        "grt_max_degree": 4,
        "grt.overflow.total": 0,
        "grt_pass1_vias": 377,
        "gr-usage-all-layers": 0.0353,
        "grt_pass1_wl_mm": 1.81,
    },
    "power_and_ir_drop": {
        "leakagePower_uw": 0.000191,
        "seqPwrFrac": 0,
        "internal_power_uw": 42.5,
        "combinationalPowerShare": 1.000,
        "p_clk_frac": 0,
        "p_sw_frac": 0.355,
        "powerDensity_nw_per_um2": 109,
        "max-vdd-ir-drop_uv": 14.2,
        "switchingPower_uw": 23.4,
    },
    "clock_tree": {
        "post_cts_buffers": 0,
        "cts-resized-gates": 0,
        "holdBufCountCts": 0,
    },
    "yosys": {
        "syn_inst": 36,
        "ys_area_um2": 273,
        "yosysTopAreaCell": "xnor2_1",
        "syn_area_per_cell_um2": 7.58,
        "yosysSeqAreaShare": 0,
        "ys_cells": 36,
        "syn_area_um2": 273,
        "yosysWarningCount": 0,
        "top_cells_by_area": "xnor2_1 39%, xor2_1 26%, nor4_1 9.2%",
        "ys_types": 8,
        "top_area_frac": 0.385,
    },
    "final_timing": {
        "finalSetupTns_ns": 0,
        "hold_slack_ns": 2.38,
        "rsz0062_at_grt": "no",
        "period_minus_slack_ns": 3.17,
        "finalMaxSlewViolations": 0,
        "hold_viol_final": 0,
        "worst_slew_pin_slew_ns": 0.336,
        "fin_crit_sh": 0.961,
        "max_freq_mhz": 315,
        "maxSlewHeadroom": 0.774,
        "setup_viol": 0,
    },
    "run_status": {
        "outcome": "finished, final reports clean",
    },
    "hold_path": {
        "hold_path_class": "in2out",
    },
}
-- Yosys cell counts --
| library cell | number |
|---|---|
| xnor2_1 | 12 |
| xor2_1 | 8 |
| nand3_1 | 4 |
| nor4_1 | 4 |
| nor2_1 | 2 |
| nor2b_1 | 2 |
| o21ai_2 | 2 |
| or4_1 | 2 |
-- layout by cell type, fill, tap and decap left out --
cell	n
nand3_1	4
xor2_1	8
nor2b_1	2
or4_1	2
buf_4	2
clkdlybuf4s50_1	26
nor2_1	2
nor4_1	4
xnor2_1	12
o21ai_2	2
-- routing by layer --
metal / GRT usage / up-vias
met1: 0.0481 / 155
met3: 0.00795 / 0
li1: - / 187
met5: 0 / -
met4: 0 / 0
met2: 0.0586 / 18
-- per-stage QoR --
stage          setup slack, ns   util  total power (µW)  cell area, µm²
4_1_cts                  0.122  0.177              66.7             606
5_1_grt                0.00467  0.177              72.0             606
6_report                 0.129  0.177              65.9             606
2_1_floorplan             1.15      -              23.8             273
3_3_place_gp             0.123  0.177              65.8             606
3_5_place_dp             0.121  0.177              66.2             606
-- critical path, delay by kind of cell --
| family | cells | cell delay (ns) |
|---|---|---|
| buffers and inverters | 2 | 0.94 |
| AND/OR/NAND/NOR | 3 | 0.76 |
| AND-OR/OR-AND | 1 | 0.15 |
-- path summary, 6_finish.rpt --
check / startpoint / to / slack, ns / cells past startpoint
max: EX_MEM_writeReg1_i[1] / Forward_B_o[1] / 0.13 / 6
min: MEM_WB_RegWrite_i / Forward_A_o[0] / 2.38 / 5
-- cell type report --
type               instances  share of cell area
well taps                 46              0.0950
multi-input cells         36               0.450
repair buffers            28               0.455
-- cell families after synthesis --
| family | after synthesis | synth area share |
|---|---|---|
| and+or+nand+nor | 14 | 0.294 |
| xor gates and xnor gates | 20 | 0.642 |
| AOI/OAI and AO/OA | 2 | 0.0642 |
-- power groups by stage --
stage / logic (µW) / registers, µW / clock network (µW)
after CTS: 66.7 / 0 / 0
final: 65.9 / 0 / 0
after global routing: 72.0 / 0 / 0
No activity file was given, so power comes from the tool's default toggle rates.
